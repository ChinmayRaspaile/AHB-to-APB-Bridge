==> /design/flow/run.sh <==
#!/bin/bash
# OpenROAD 26Q1-2900-gdf79404cd8, Yosys 0.63+post, stock flow scripts
make -C /OpenROAD-flow-scripts/flow DESIGN_CONFIG=/design/flow/config.mk WORK_HOME=/design/flow/orfs finish
==> /design/flow/config.mk <==
export PLATFORM = sky130hd
export DESIGN_NAME = ahb_to_apb_bridge
export DESIGN_NICKNAME = ahb_to_apb_bridge
export VERILOG_FILES = /design/flow/design.v
export SDC_FILE = /design/flow/constraint.sdc
export NUM_CORES = 4
export LEC_CHECK = 1
export CORE_UTILIZATION = 30
==> /design/flow/constraint.sdc <==
current_design ahb_to_apb_bridge

set clk_period 5.1
set clk_io_pct 0.2

create_clock -name clk0 -period $clk_period [get_ports {HCLK}]

set non_clock_inputs [all_inputs -no_clocks]
set_input_delay [expr $clk_period * $clk_io_pct] -clock clk0 $non_clock_inputs
set_output_delay [expr $clk_period * $clk_io_pct] -clock clk0 [all_outputs]
==> /design/flow/design.v <==
`timescale 1ns / 1ps
module ahb_to_apb_bridge (
    input  logic        HCLK,
    input  logic        HRESETn,
    input  logic [31:0] HADDR,
    input  logic        HWRITE,
    input  logic [1:0]  HTRANS,
    input  logic [31:0] HWDATA,
    input  logic        HREADYin,
    output logic [31:0] HRDATA,
    output logic        HREADY,
    output logic        HRESP,
    output logic [31:0] PADDR,
    output logic        PWRITE,
    output logic        PSEL,
    output logic        PENABLE,
    output logic [31:0] PWDATA,
    input  logic [31:0] PRDATA,
    input  logic        PREADY
);
    typedef enum logic [1:0] {IDLE, SETUP, ACCESS} state_t;
    state_t state, next_state;
    logic [31:0] addr_reg, wdata_reg;
    logic        write_reg;
    wire ahb_valid = HREADYin && HTRANS[1];
    always_ff @(posedge HCLK or negedge HRESETn) begin
        if (!HRESETn)
            state <= IDLE;
        else
            state <= next_state;
    end
    always_ff @(posedge HCLK) begin
        if (ahb_valid && state == IDLE) begin
            addr_reg  <= HADDR;
            write_reg <= HWRITE;
            wdata_reg <= HWDATA;
        end
    end
    always_comb begin
        next_state = state;
        case (state)
            IDLE   : if (ahb_valid) next_state = SETUP;
            SETUP  : next_state = ACCESS;
            ACCESS : if (PREADY)  next_state = IDLE;
        endcase
    end
    always_comb begin
        PSEL    = 0;
        PENABLE = 0;
        PADDR   = addr_reg;
        PWRITE  = write_reg;
        PWDATA  = wdata_reg;
        HREADY  = 1;
        HRESP   = 0;  
        case (state)
            SETUP: begin
                PSEL   = 1;
                HREADY = 0;  
            end
            ACCESS: begin
                PSEL    = 1;
                PENABLE = 1;
                HREADY  = PREADY;
            end
        endcase
    end
    always_ff @(posedge HCLK) begin
        if (state == ACCESS && PREADY && !write_reg)
            HRDATA <= PRDATA;
    end
endmodule
==> impl_metrics.toml <==
# synthesis and place-and-route metrics
[floorplan]
die_x_um = 102.9
ioPinCount = 204
rows = 36
fp-utilization_pct = 31.10
die-area_mm2 = 0.01059
coreArea_mm2 = 0.009819
die_h_um = 102.9

[synth]
syn-cell-area_mm2 = 0.003054
ys_area_mm2 = 0.003054
top_area_share_pct = 95.37
yosys_warnings = 1
yosysTopAreaCell = "edfxtp_1"
ys_seq_share_pct = 97.87
topCellsByArea = "edfxtp_1 95%, dfrtp_1 1.6%, dfstp_2 0.86%, mux2i_1 0.33%, a22o_1 0.29%"
ys_cells = 111
syn-instance-count = 111
synth.distinct_cells = 13
avgSynthCellArea_um2 = 27.52
ys_ff = 100

[route]
firstDrtPassIters = 3
drtIter0Drc = 24
wl_mm = 6.652
vias = 1839
ant_nets = 0
drc = 0
diodes = 0
routedWlPerCell_um = 14.40
routed_via_density = 3.981

[clocking]
cts-htree-levels = 3
cts_buffers = 9
clk_pin_slew_ns = 0.09
clock_path_buffers = 2
clock_sink_count = 100
ctsHoldBuffers = 0
cts_root_buf = "clkbuf_8"
post_cts_buffers = 0
clk_latency_ns = 0.35
cts_tree = "done"
cts-resized-gates = 0

[hold_path]
hp-class = "flop to flop"

[timing]
tightest_slew_ns = 0.7366
relSlewSlack_pct = 50.89
setup_slack_ns = 1.891
fin_hold_ws_ns = 0.4839
finalMaxSlewViolations = 0
finalClockPeriodUsage_pct = 62.92
post-route-min-period_ns = 3.209
max_freq_ghz = 0.3116
setup_viol = 0
hold_viol_final = 0
grt_setup_unrepaired = "false"
fin_setup_tns_ns = 0
clock_skew_ns = 0.007774

[pwr]
combPwrFrac_pct = 5.3
power_frac_seq_pct = 61.7
leakagePower_nw = 1.841
clkPwrFrac_pct = 33.1
fin_total_pwr_mw = 1.458
ir_worst_vdd_v = 0.0001491
intPower_mw = 1.193
p_sw_share_pct = 18.19
switching_power_uw = 265.2
pwr_density_cell_mw_per_mm2 = 268.2

[critical_path]
crit_type = "primary input to primary output"
cp.required_ns = 4.08
worst-path-max-fanout = 3
startpoint_type = "primary input"
cp-end-kind = "primary output"
worstPathArrival_ns = 2.19

[global_routing]
grt_pass1_vias = 1751
grt_pass1_wl_mm = 8.914
track_usage_pct = 12.13
grt_antenna_before_repair = 0
overflow = 0
grt_max_degree = 35

[cells_and_area]
syn_to_final_growth_pct = 77.96
drive_above_1_share_pct = 5.471
fin_area_mm2 = 0.005435
nFillCells = 808

[place]
gp_congestion = 0.7371
post-place-ws_ns = 1.879
hpwl_mm = 5.116
place_area_mm2 = 0.005244
io_buffers = 201

[status]
status = "finished clean"

[run]
warnings = 26
drv_cap = 0
==> final timing paths <==
kind                           from       endpoint  slack, ns  cells past startpoint
setup / recovery             PREADY         HREADY       1.89                      4
min in group asynchronous   HRESETn       state[1]       0.84                      1
setup reg to reg           state[0]  wdata_reg[28]       2.99                      2
max in group asynchronous   HRESETn       state[0]       4.05                      1
hold reg to reg            state[2]       state[1]       0.48                      1
hold / removal             state[2]       state[1]       0.48                      1
==> kinds of logic (layout without fill, tap and decap cells) <==
kind of cell | after synthesis | count (layout) | share of synthesized area (%)
and+or+nand+nor | 5 | 5 | 0.7786
DFF | 100 | 100 | 97.87
AOI/OAI and AO/OA | 2 | 2 | 0.5327
muxes | 1 | 1 | 0.3277
other | 1 | 1 | 0.1228
buffers and inverters | 2 | 220 | 0.3687
==> power groups by stage <==
stage                 combinational [mW]  sequential (mW)  clock, mW
final                             0.0770            0.899      0.482
after CTS                         0.0778            0.899      0.504
after global routing              0.0816            0.899      0.533
==> synth_stat cells <==
master	instances
a21o_1	1
a22o_1	1
and3_1	1
buf_4	1
conb_1	1
dfrtp_1	2
dfstp_2	1
edfxtp_1	97
inv_1	1
mux2i_1	1
nand2_1	2
nor2_1	1
or2_1	1
==> cell type report <==
cell class,count,area [µm²],share of cell area [%]
tap,133,166.4,3.062
clock buffer,10,127.6,2.348
clock inverter,6,63.81,1.174
multi-input combinational,9,57.56,1.059
timing repair buffer,203,2027,37.29
inverter,1,3.754,0.06906
sequential,100,2989,55.00
==> worst max-delay path, stage by stage <==
cell             delay, ns
clkdlybuf4s50_1       0.50
inv_1                 0.06
mux2i_1               0.13
clkdlybuf4s50_1       0.48
==> per-stage QoR <==
stage	utilization (%)	cells
final	55.35	462
after global routing	55.35	462
after CTS	55.35	462
after detailed placement	53.40	446
after global placement	53.40	446
after floorplan	-	111
==> metal layers <==
layer | wire, µm | GRT usage (%)
met1 | 2361 | 16.51
met2 | 2942 | 17.64
met3 | 1248 | 7.926
met4 | 99 | 1.842
met5 | 0 | 0
==> placed cells by master (no fill, tap or decap) <==
| cell | instances |
|---|---|
| buf_4 | 2 |
| inv_1 | 1 |
| a21o_1 | 1 |
| clkbuf_1 | 1 |
| and3_2 | 1 |
| dfrtp_1 | 2 |
| a22o_1 | 1 |
| dfstp_2 | 1 |
| clkbuf_8 | 9 |
| or2_1 | 1 |
| inv_6 | 1 |
| nand2_1 | 2 |
| nor2_2 | 1 |
| clkdlybuf4s50_1 | 201 |
| mux2i_1 | 1 |
| bufinv_16 | 1 |
| clkinv_4 | 2 |
| conb_1 | 1 |
| edfxtp_1 | 97 |
| clkinv_1 | 2 |
No activity file was given, so power comes from the tool's default toggle rates.
