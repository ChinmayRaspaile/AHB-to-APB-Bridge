===== ./design.v =====
`timescale 1ns / 1ps
module apb_slave_model (
    input  logic        PCLK,
    input  logic        PRESETn,
    input  logic        PSEL,
    input  logic        PENABLE,
    input  logic        PWRITE,
    input  logic [31:0] PADDR,
    input  logic [31:0] PWDATA,
    output logic [31:0] PRDATA,
    output logic        PREADY
);
    logic [31:0] mem [0:255];
    assign PREADY = 1'b1;  
    always_ff @(posedge PCLK or negedge PRESETn) begin
        if (!PRESETn) begin
            PRDATA <= 0;
        end
        else if (PSEL && PENABLE) begin
            if (PWRITE)
                mem[PADDR[7:0]] <= PWDATA;
            else
                PRDATA <= mem[PADDR[7:0]];
        end
    end
endmodule

===== ./run.sh =====
#!/bin/bash
# OpenROAD 26Q1-2900-gdf79404cd8, Yosys 0.63+post, stock flow scripts
make -C /OpenROAD-flow-scripts/flow DESIGN_CONFIG=/design/flow/config.mk WORK_HOME=/design/flow/orfs finish

===== ./config.mk =====
export PLATFORM = sky130hd
export DESIGN_NAME = apb_slave_model
export DESIGN_NICKNAME = apb_slave_model
export VERILOG_FILES = /design/flow/design.v
export SDC_FILE = /design/flow/constraint.sdc
export NUM_CORES = 4
export LEC_CHECK = 1
export CORE_UTILIZATION = 30

===== ./constraint.sdc =====
current_design apb_slave_model

set clk_period 2.9
set clk_io_pct 0.2

create_clock -name clk0 -period $clk_period [get_ports {PCLK}]

set non_clock_inputs [all_inputs -no_clocks]
set_input_delay [expr $clk_period * $clk_io_pct] -clock clk0 $non_clock_inputs
set_output_delay [expr $clk_period * $clk_io_pct] -clock clk0 [all_outputs]

==> summary.txt <==
flow finished, numbers: result of the run=finished with violations, violated checks=capacitance limit, slew limit, setup timing, Area Growth Syn to Fin=30.2%, top area cells in the synthesized netlist=edfxtp_1 (81%), a22oi_1 (5.2%), nand3_1 (4.0%), nand4_1 (1.8%), clkbuf_1 (0.76%), fin util=39.2%, part of the total power dissipated in the clock network=42.4%, Warnings, synthesis=2, post-synthesis cell count from yosys=18.0k, leading cell types by count after synthesis=edfxtp_1 (8192), nand3_1 (2446), a22oi_1 (2100), antenna violations before repair=149, FF-to-FF setup slack=-1.03 ns, maximum vdd ir drop=0.740 mV, origin of the worst min-delay path=PWDATA[13], Critical path buffers and inverters=6, Worst setup EP type=register, Reg2Reg Launch Point=mem[209][26], Unique cell types=64, number of levels the H-tree was split into=6, Ports=102, kind of critical path=input pin to register, leak pwr=128 nW, DRC violation total after the first TritonRoute iteration=19.6k, setup repair after global routing missed its margin=yes, cell type with the largest total area after synthesis=edfxtp_1, share of the core filled by cells before placement=30.1%, fraction of layout instances using a drive strength above 1=26.2%, Crit path largest cell delay=1.33 ns, routability congestion estimate from global placement=1.10, DRT Wirelength=1600000 µm, routed vias/inst=5.75, setup skew after layout=0.125 ns, library cell appearing most often on the critical path=buf_12, Die Size=1020000 µm², Max Root-Sink Buffers=4, part of the total power dissipated in combinational logic=4.6%, DR WL/cell=44.6 µm, Non-Filler Instances=35.9k, Worst EP required=3.98 ns, headroom to the max-slew limit=-4.79%, arrival time reported for the critical path endpoint=5.10 ns, Post-synth seq share=80.9%, Final Hold Slack=0.264 ns, most common cell in the netlist=edfxtp_1, post-route cell area=397000 µm², Remaining DRCs=0, internal power of the cells=191 mW, Reg clk slew, reported paths=0.06 ns, Sw Pwr=56.4 mW, standard-cell row count=370, Final Max-Slew Violation Tally=4, switching fraction of total power=22.8%, total cell area reported by yosys after synthesis=305000 µm², overflow left after global routing=0, placed wire-length estimate after detailed placement=1160000 µm, number of enable flip-flop cells=8192, Hold Vio Cnt, Final=0, Placed Cells=34.0k, class of the tightest hold or removal check=input pin to register, Worst Setup Slack, final=-1.12 ns, TritonCTS clock tree=built, number of search-and-repair iterations in the first detailed-routing pass=8, Die Y-Extent=1010 µm, Netlist Area Pre-Place=305000 µm², fill cell instance count of the final layout=90.4k, die span in x=1010 µm, predominant post-synthesis flop cell=edfxtp_1, delay-heaviest family, CP=simple AND/OR/NAND/NOR gates, GRT Resource Usage Total=33.1%, PwrDens=623 nW/µm², crit share post-route=139%, clk root buf=clkbuf_16, number of max-cap violations=3, vias after detailed routing=206k, buffers added on ports=76, # setup viols final=38, count of warning messages emitted by the tools=62, crit path cell chain=buf_12, buf_16, buf_6, and2_1, nand2_4, buf_8, buf_4, a2bb2oi_1, and4_1, nand4_1, nor4_4, buf_12, a21oi_2, shortest clock period the worst path allows after layout=4.02 ns, number of global-route vias before repair=211k, global-route wire length before repair=2050000 µm, crit path launch type=input pin, area share of the leading cell type in the synthesized netlist=80.6%, largest net degree at the start of global routing=108, number of buffers added by the clock tree synthesis step=835, source-to-sink clock delay at the later pin of the worst-skew pair=1.28 ns, Crit Path Max Fanout=7, reg2reg end=PRDATA[26], post-synthesis register bit count=8224, cell depth of the worst hold path=2, Worst Reg-to-Reg Cells=7, placed cell area=366000 µm², WHS Endpoint=mem[110][13], Worst path slowest cell=nor4_4, Synth Area per Inst=17.0 µm², cell count after synthesis=18.0k, tally of nets with antenna violations remaining after routing=0, Max Freq=249 MHz, proportion of synthesized flip-flops having asynchronous set or reset=0.389%, clock sink count=8224, share of power burned in registers=53.0%, CORE AREA=1010000 µm², Worst Max-Slew Pin Slew=1.57 ns
## how the worst max path moves through the flow
stage,start,end,slack (ns),depth (start not counted)
4_1_cts,mem[209][26],PRDATA[26],-0.72,7
5_1_grt,PADDR[1],PRDATA[10],-0.76,15
6_report,PADDR[4],PRDATA[26],-1.12,13
## through the flow
step | TNS (ns) | power (mW) | setup WS, ns
2_1_floorplan | -1938.88 | 136 | -0.338
3_3_place_gp | -4570.57 | 144 | -3.42
3_5_place_dp | -4521.01 | 144 | -3.39
4_1_cts | -4.56 | 247 | -0.719
5_1_grt | -4.91 | 252 | -0.759
6_report | -7.67 | 248 | -1.12
## flip-flops by register name, indices dropped and copies added (netlist names)
signal,cells
mem,8192
PRDATA,32
## cell families (layout without fill, tap and decap cells)
group                  after synthesis  in the layout  share of synthesized area [%]
AND-OR/OR-AND                     3509           3509                           8.55
buffers and inverters             1339           5466                           1.89
other                                1            210                        0.00123
flip-flops                        8224           8224                           80.9
AND/OR/NAND/NOR                   4888           4888                           8.67
## layout by cell type, fill, tap and decap left out, types with 61 or more instances in the layout
cell type  Yosys  layout
buf_6         20     112
clkbuf_16      0     844
buf_12         0    1365
buf_4         21    2315
o22ai_1      341     328
a22oi_1     2100    2058
clkinv_1       0     199
clkbuf_1     615     199
nand4_1      855     855
a32oi_1      120     120
and3_1       190     190
edfxtp_1    8192    8192
o211ai_1      68      68
nor4_1       333     187
nor2_2        19      93
nor3_1       248      62
nor3_4         0     179
a221oi_1      82      74
clkinv_2       0     146
a21oi_1      286     269
nand3_1     2446    2433
a222oi_1      61      61
nor2_1       284      93
nor4_2         1      89
nand2_1      269     265
a22o_1       225     225
nor2_4         1     118
diode_2        0     209
## power by group through the flow
stage         Clock, mW  Sequential (mW)  Combinational, mW
CTS                 105              131               10.7
global route        110              131               11.4
finish              105              131               11.4
## layer usage
layer | part of all wire (%) | vias up | track usage [%] | wire, µm
met5 | 1.3 | - | 14.7 | 20700
met4 | 8.1 | 273 | 20.1 | 130000
li1 | - | 82200 | - | -
met3 | 22 | 3742 | 33.0 | 355000
met1 | 28 | 102000 | 31.8 | 452000
met2 | 40 | 17600 | 42.4 | 642000
## cell type report
class | count | area, µm² | area share, %
Sequential cell | 8224 | 247000 | 62.1
Clock buffer | 1054 | 22000 | 5.53
Tap cell | 13600 | 17000 | 4.28
Timing Repair Buffer | 3947 | 48300 | 12.1
Antenna cell | 209 | 523 | 0.132
Multi-Input combinational cell | 8398 | 58400 | 14.7
Clock inverter | 465 | 4250 | 1.07
## what timing repair did
| action | in CTS | in global routing |
|---|---|---|
| setup endpoints to repair | 164 | 35 |
| buffers inserted | 99 | 45 |
| pin swaps | 115 | 119 |
| cloned | 5 | 7 |
| hold buffers | 31 | 2 |
| gates resized | 446 | 245 |
| endpoints found under the hold margin | 761 | 18 |
No activity file was given, so power comes from the tool's default toggle rates.
